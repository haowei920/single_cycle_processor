<file path="/design/flow/run.sh">
#!/bin/bash
# OpenROAD 26Q1-2900-gdf79404cd8, Yosys 0.63+post, stock flow scripts
make -C /OpenROAD-flow-scripts/flow DESIGN_CONFIG=/design/flow/config.mk WORK_HOME=/design/flow/orfs finish
</file>
<file path="/design/flow/design.v">
package pcmux;
typedef enum bit [1:0] {
    pc_plus4  = 2'b00
    ,alu_out  = 2'b01
    ,alu_mod2 = 2'b10
} pcmux_sel_t;
endpackage
package marmux;
typedef enum bit {
    pc_out = 1'b0
    ,alu_out = 1'b1
} marmux_sel_t;
endpackage
package cmpmux;
typedef enum bit {
    rs2_out = 1'b0
    ,i_imm = 1'b1
} cmpmux_sel_t;
endpackage
package alumux;
typedef enum bit {
    rs1_out = 1'b0
    ,pc_out = 1'b1
} alumux1_sel_t;
typedef enum bit [2:0] {
    i_imm    = 3'b000
    ,u_imm   = 3'b001
    ,b_imm   = 3'b010
    ,s_imm   = 3'b011
    ,j_imm   = 3'b100
    ,rs2_out = 3'b101
} alumux2_sel_t;
endpackage
package regfilemux;
typedef enum bit [3:0] {
    alu_out   = 4'b0000
    ,br_en    = 4'b0001
    ,u_imm    = 4'b0010
    ,lw       = 4'b0011
    ,pc_plus4 = 4'b0100
    ,lb        = 4'b0101
    ,lbu       = 4'b0110   
    ,lh        = 4'b0111
    ,lhu       = 4'b1000   
} regfilemux_sel_t;
endpackage
module register #(parameter width = 32)
(
    input clk,
    input rst,
    input load,
    input [width-1:0] in,
    output logic [width-1:0] out
);
logic [width-1:0] data = 1'b0;
always_ff @(posedge clk)
begin
    if (rst)
    begin
        data <= '0;
    end
    else if (load)
    begin
        data <= in;
    end
    else
    begin
        data <= data;
    end
end
always_comb
begin
    out = data;
end
endmodule : register
</file>
<file path="/design/flow/constraint.sdc">
current_design register

set clk_period 1.0
set clk_io_pct 0.2

create_clock -name clk0 -period $clk_period [get_ports {clk}]

set non_clock_inputs [all_inputs -no_clocks]
set_input_delay [expr $clk_period * $clk_io_pct] -clock clk0 $non_clock_inputs
set_output_delay [expr $clk_period * $clk_io_pct] -clock clk0 [all_outputs]
</file>
<file path="/design/flow/config.mk">
export PLATFORM = sky130hd
export DESIGN_NAME = register
export DESIGN_NICKNAME = register
export VERILOG_FILES = /design/flow/design.v
export SDC_FILE = /design/flow/constraint.sdc
export NUM_CORES = 4
export LEC_CHECK = 1
export CORE_AREA = 10 10 91 91
export DIE_AREA = 0 0 101 101
</file>
==> flow_summary_export.csv <==
group,metric,value,unit
die,fp-utilization,0.183,
synthesis,synthesis.instances,103,
worst_setup_path,worst-r2r-setup-slack,0.30,ns
clocking,cts_made_buffers,5,
worst_hold_path,min_path_type,"input pin to flip-flop",
die,chipHeight,101,um
synthesis,synth_cell_types,6,
power,max-vdd-ir-drop,0.574,mV
cells_and_area,syn2layout_area_growth,63.2,%
run_status,run_status,"finished, final reports clean",
clocking,cts-root-to-sink-buffers,2,
die,std_cell_rows,29,
clocking,clk_pin_slew,0.06,ns
global_routing,vias_in_the_first_global_route,945,
power,p_per_area,1500,mW/mm^2
cells_and_area,drive_gt1_frac,0.425,
synthesis,ys_ff,32,
place,post-dp-hpwl,2.31,mm
cells_and_area,area.sequential,681,sq um
worst_setup_path,category_of_the_most_critical_setup_path,"flip-flop to output port",
worst_setup_path,worstPathMaxFanout,2,
synthesis,post_syn_area,0.00116,sq mm
global_routing,grt_busiest_layer,"met1",
global_routing,grt_max_degree,33,
timing,hold_violations,0,
global_routing,grt_use_met1,0.0849,
die,die_width,101,um
global_routing,grt_pass1_wl,4.95,mm
cells_and_area,utilization,0.299,
global_routing,use_met2,0.0835,
cells_and_area,area.combinational,440,sq um
drt,routed-via-count,940,
worst_hold_path,hold_ep,"data[11]",
worst_setup_path,endpoint_kind,"output port",
timing,report.final.setup_viol,0,
synthesis,proportion_of_netlist_area_held_by_the_largest_area_contributor,0.551,
timing,maxSlewHeadroom,0.899,
drt,drt_pass1_iterations,4,
worst_setup_path,required,0.80,ns
worst_setup_path,timing.rr.start,"data[9]",
global_routing,gr-total-overflow,0,
die,design.portCount,67,
worst_setup_path,cpLargestDelayFamily,"flip-flops",
synthesis,netlist.top_cell.by_area,"dfxtp_1",
cells_and_area,finalInstanceArea,0.00190,sq mm
timing,holdWs,0.429,ns
cells_and_area,reg.largest.list,"data: 32 flops",
worst_setup_path,crit_path_start_kind,"flip-flop",
timing,maxClockFrequency,1040,MHz
drt,drt-vias-per-instance,3.75,
worst_setup_path,timing.critical_path.buf_inv,1,
synthesis,ys_dominant_reg_cell,"dfxtp_1",
worst_setup_path,path_cells,"clkdlybuf4s15_1",
flow_run,log.warning_count,25,
global_routing,track_usage,0.0591,
timing,timing_worst_slew_pin_value,0.147,ns
timing,layout_min_cycle_time,0.957,ns
place,placed_cell_area,0.00190,sq mm
power,leakagePower,0.890,nW
die,floorplan.die_area,0.0102,sq mm
die,core_area,0.00635,sq mm
synthesis,ys.warnings.count,1,
synthesis,synth-async-reset-ratio,0,
timing,timing.final.crit_share,0.957,
worst_setup_path,largest_stage_delay_on_the_critical_path,0.32,ns
worst_setup_path,rr_worst_depth,3,
drt,drtAntennaViolNets,0,
worst_setup_path,r2r_path_end,"data[9]",
drt,drt_iter0_drc,10,
cells_and_area,largest_reg_flops,32,
cells_and_area,fill_cells,660,
clocking,tritoncts_num_sinks,32,
timing,final-max-slew-violation-count,0,
synthesis,synthTopCellsByArea,"dfxtp_1, mux2i_1, nor2_1",
flow_run,maxCapViolations,0,
place,final_wtd_congestion,0.665,
worst_hold_path,worstHoldStart,"load",
clocking,tritoncts,"built",
drt,antenna-diode-count,0,
drt,drcViolationCount,0,
synthesis,edf_count,0,
synthesis,yosys_cells,103,
global_routing,grt_antenna_before_repair,0,
timing,finClkSkew,0,ns
drt,drt_wl_total,3.16,mm
worst_hold_path,hold-path-cell-count,4,
synthesis,ys_seq_share,0.551,
global_routing,global_route.usage.met3,0.0208,
clocking,cts.htree.levels,2,
drt,detail_route.wl_per_cell,12.6,um
synthesis,synth.yosys.chip_area,0.00116,sq mm
worst_setup_path,critPathSlowestCell,"dfxtp_2",
place,port_buffers,66,
cells_and_area,max_flop_register,"data",
synthesis,netlist_top_cells_count,"dfxtp_1, mux2i_1, nor2_1",
synthesis,post_synth.cell_area_avg,11.3,sq um
worst_setup_path,arrival,0.76,ns
clocking,clk_tree_root_cell,"clkbuf_8",
timing,grt_setup_unrepaired,"false",
clocking,clock.latency.late_pin,0.27,ns
## stage by stage
step | total power, mW | setup WS (ns) | instances | setup TNS (ns)
5_1_grt | 3.03 | 0.00121 | 251 | 0
6_report | 2.85 | 0.0429 | 251 | 0
3_3_place_gp | 1.88 | -0.0962 | 243 | -2.98
3_5_place_dp | 1.88 | -0.107 | 243 | -3.24
2_1_floorplan | 1.57 | 0.207 | 103 | 0
4_1_cts | 2.96 | 0.000313 | 250 | 0
## power by group
group / internal (mW) / leakage [nW] / switching (mW) / total, mW
combinational: 0.265 / 0.564 / 0.126 / 0.392
clock: 0.613 / 0.0503 / 0.447 / 1.06
sequential: 1.37 / 0.275 / 0.0352 / 1.40
## cell usage in the layout, fill, tap and decap left out
| cell | Yosys | final |
|---|---|---|
| dfxtp_2 | 0 | 32 |
| buf_4 | 0 | 2 |
| buf_2 | 0 | 4 |
| clkdlybuf4s15_1 | 0 | 3 |
| clkbuf_2 | 0 | 26 |
| buf_12 | 3 | 3 |
| nor2_1 | 32 | 32 |
| mux2i_1 | 32 | 32 |
| clkdlybuf4s50_1 | 0 | 33 |
| clkbuf_8 | 0 | 7 |
## cell type report
class                      instances  area share
multi-input combinational         64       0.232
sequential                        32       0.358
clock buffer                       7      0.0507
timing repair buffer              71       0.308
tap                               77      0.0507
## timing repair
action,CTS,global route
buffers inserted,0,1
gates cloned,0,0
endpoints found under the setup margin,32,26
gates resized,100,26
hold buffers,0,0
## routing by layer
layer / part of all wire / wire length (um)
met2: 0.42 / 1320
met3: 0.088 / 277
met5: 0 / 0
met1: 0.47 / 1480
met4: 0.024 / 77
## logic make-up (layout without fill, tap and decap cells)
group	count (synthesis)	count (layout)	synth area share
flops	32	32	0.551
mux	32	32	0.275
simple gates	32	32	0.103
buf+inv	7	78	0.0710
## worst max-delay path by stage
stage,from,to,cells past startpoint
4_1_cts,data[11],out[11],1
5_1_grt,data[8],out[8],1
6_report,data[1],out[1],1
No activity file was given, so power comes from the tool's default toggle rates.
